==> flow/design.v <==
module lshift_reg (input             clk,         
                   input            rstn,         
                   input [7:0]       load_val,    
                   input             load_en,      
                   output reg [7:0] op);          
integer i;
always @ (posedge clk)
  begin
    if (!rstn)
      begin
        op <= 0;
      end
    else
      begin
        if (load_en)
          begin
            op <= load_val;
          end
        else
          begin
            for (i = 0; i < 8; i = i + 1)
              begin
                op[i+1] <= op[i];
              end
            op[0] <= op[7];
          end
      end
  end
endmodule
==> flow/run.sh <==
#!/bin/bash
# OpenROAD 26Q1-2900-gdf79404cd8, Yosys 0.63+post, stock flow scripts
make -C /OpenROAD-flow-scripts/flow DESIGN_CONFIG=/design/flow/config.mk WORK_HOME=/design/flow/orfs finish
==> flow/config.mk <==
export PLATFORM = sky130hd
export DESIGN_NAME = lshift_reg
export DESIGN_NICKNAME = lshift_reg
export VERILOG_FILES = /design/flow/design.v
export SDC_FILE = /design/flow/constraint.sdc
export NUM_CORES = 4
export LEC_CHECK = 1
export CORE_AREA = 10 10 70 70
export DIE_AREA = 0 0 80 80
==> flow/constraint.sdc <==
current_design lshift_reg

set clk_period 1.0
set clk_io_pct 0.2

create_clock -name clk0 -period $clk_period [get_ports {clk}]

set non_clock_inputs [all_inputs -no_clocks]
set_input_delay [expr $clk_period * $clk_io_pct] -clock clk0 $non_clock_inputs
set_output_delay [expr $clk_period * $clk_io_pct] -clock clk0 [all_outputs]
==> out/metrics.yaml <==
sta:
  period_used_share: 0.958
  finalCriticalPeriod_ps: 958
  grt_setup_unrepaired: "yes"
  fin_ws_ps: 42.1
  worstMarginPinSlew_ps: 232
  clock_skew_ps: 2.33
  timing_hold_violations_final: 0
  relSlewSlack: 0.845
  slew_viol_final: 0
  setup_viol: 0
  fmax_mhz: 1040
route:
  drcViolationCount: 0
  wl_per_cell_um: 9.85
  vias: 247
  viasPerCell: 2.66
  wirelength_um: 916
  antenna_left: 0
  dr.first_iter.drc_count: 12
  antenna_cells: 0
  drt_pass1_iterations: 2
synth:
  synthAdderAreaFrac: 0
  avgSynthCellArea_um2: 12.1
  synth-xor-area-share: 0
  ys_ff: 8
  ys_warn_count: 3
  ys_sh_mux: 0.266
  postSynthSeqShare: 0.531
  syn_inst: 25
  ys_sh_simple: 0.166
  ys_types: 4
  synthTopLogicFamily: "multiplexers"
  ys_area_um2: 302
  syn-cell-area_um2: 302
  yosysCellCount: 25
  aoi_share: 0
critical_path:
  r2r_slack_ps: 380
  critPathKind: "in -> reg"
  crit_fanout: 4
  required_ps: 1130
  reg2reg_depth: 2
  r2r-start: "op[7]$_SDFF_PN0_"
  crit_path_start_kind: "input pin"
  worstSetupStartpoint: "load_en"
  cp_data_arrival_time_ps: 1090
  end_kind: "flop"
  reg2reg_to: "op[0]$_SDFF_PN0_"
final_layout:
  layout_top_cell: "clkdlybuf4s50_1"
  reg.largest.list: "op (8)"
  fillCellCount: 393
  top_register: "op"
  largest_reg_flops: 8
  final_area_um2: 566
  layout.cells.most_common_list: "clkdlybuf4s50_1 (10), mux2i_1 (8), nor2b_1 (8), dfxtp_2 (8), clkdlybuf4s15_1 (6)"
  syn2layout_area_growth_pct: 87.6
  drive_above_1_share: 0.319
min_path:
  worstHoldStart: "op[5]$_SDFF_PN0_"
  min_to: "op[6]$_SDFF_PN0_"
  min_delay_path_depth: 2
  hp-class: "reg -> reg"
floorplanning:
  fp_util: 0.0883
  pin_count: 19
  core_area_um2: 3420
  die_w_um: 80
  rows: 21
  die_y_um: 80
  dieArea_um2: 6400
global_route:
  grt_max_degree: 9
  grt_usage: 0.0297
  grt_pass1_vias: 266
  antenna_found_initial: 0
  grt_overflow_total: 0
  grt_pass1_wl_um: 1410
run:
  cap_violations: 0
  tool_warnings: 26
power:
  p_leak_nw: 0.229
  ir_worst_vdd_mv: 0.368
  powerDensity_nw_per_um2: 1230
placement:
  place_ws_ps: -208
  post-dp-hpwl_um: 767
  gp_congestion: 0.733
  port_buffers: 18
  place_area_um2: 543
clocking:
  cts_tree: "yes"
  cts_buffers: 3
  hold_buffers: 0
  h-tree-depth: 1
  cts-root-buf: "clkbuf_4"
  clk_pin_slew_ps: 50
  cts_max_path_buffers: 2
  clkLatencyLatePin_ps: 250
  cts.sinks: 8
run_status:
  status: "completed"
## metrics by stage
stage / instances / hold WS (ps) / power (mW) / utilization / setup TNS [ps]
2_1_floorplan: 25 / 328 / 0.390 / - / 0
3_3_place_gp: 90 / 506 / 0.479 / 0.159 / -1510
3_5_place_dp: 90 / 507 / 0.480 / 0.159 / -1580
4_1_cts: 93 / 518 / 0.717 / 0.168 / 0
5_1_grt: 93 / 536 / 0.751 / 0.166 / -20.1
6_report: 93 / 501 / 0.697 / 0.166 / 0
## power breakdown
part / switching, mW / internal, mW / total, mW
Sequential: 0.00954 / 0.342 / 0.352
Clock: 0.0961 / 0.136 / 0.233
Combinational: 0.0316 / 0.0810 / 0.113
## cell families (layout without fill, tap and decap cells)
group,Yosys count,after routing
mux,8,8
simple gates,8,8
flops,8,8
buf+inv,1,23
## cell type report
class / count / area [um2] / area share
well taps: 46 / 57.6 / 0.102
flip-flops and latches: 8 / 170 / 0.301
repair buffers: 20 / 185 / 0.327
clock buffers: 3 / 22.5 / 0.0398
multi-input cells: 16 / 130 / 0.230
## worst max path at each step
| stage | to | slack, ps | depth (start not counted) |
|---|---|---|---|
| global route | op[7]$_SDFF_PN0_ | -9 | 4 |
| CTS | op[1] | 4 | 1 |
| finish | op[0]$_SDFF_PN0_ | 40 | 4 |
## worst max-delay path, cell delays in order
cell and delay, ps:
clkdlybuf4s50_1 480, buf_4 150, mux2i_1 200, nor2b_1 60
## synthesized netlist by cell type
library cell	instances	area share
buf_6	1	0.037
mux2i_1	8	0.27
dfxtp_1	8	0.53
nor2b_1	8	0.17
## timing repair
action / CTS / global route
buffers inserted: 0 / 0
setup endpoints to repair: 8 / 7
resized: 22 / 4
gates cloned: 0 / 0
## metal layers
metal,global-route usage,up-vias,wire (um)
li1,-,127,-
met1,0.0356,104,409
met2,0.0385,16,332
met3,0.0307,0,174
met4,0,0,0
met5,0,-,0
Power is estimated from default activity; no workload was simulated.
