<file path="config.mk">
export PLATFORM = sky130hd
export DESIGN_NAME = adder
export DESIGN_NICKNAME = adder
export VERILOG_FILES = /design/flow/design.v
export SDC_FILE = /design/flow/constraint.sdc
export NUM_CORES = 4
export LEC_CHECK = 1
export CORE_AREA = 10 10 70 70
export DIE_AREA = 0 0 80 80
</file>
<file path="run.sh">
#!/bin/bash
# OpenROAD 26Q1-2900-gdf79404cd8, Yosys 0.63+post, stock flow scripts
make -C /OpenROAD-flow-scripts/flow DESIGN_CONFIG=/design/flow/config.mk WORK_HOME=/design/flow/orfs finish
</file>
<file path="design.v">
module adder(A,B,Sum,Cout);
input [3:0]A,B;
output [3:0]Sum;
output Cout;
wire [4:0]Temp;
assign Temp = A + B;
assign {Cout , Sum} = (Temp > 9) ? Temp +6 : Temp;
endmodule
</file>
<file path="constraint.sdc">
current_design adder

set clk_period 2.9
set clk_io_pct 0.2

create_clock -name clk0 -period $clk_period

set non_clock_inputs [all_inputs -no_clocks]
set_input_delay [expr $clk_period * $clk_io_pct] -clock clk0 $non_clock_inputs
set_output_delay [expr $clk_period * $clk_io_pct] -clock clk0 [all_outputs]
</file>
==> notes.md <==
flow finished, numbers: share of cells above drive strength 1=approximately 60%, All-Layer GR Usage=about 2.6%, Tool Warnings=34, crit-path max FO=3, CP Cell Sequence=buf_6 > ha_4 > fa_2 > inv_2 > ha_4 > nor2b_4 > a31o_4 > o31ai_4 > buf_4 > mux2i_1 > buf_2, final worst slack=-0.232 ns, Ports=13, die width=80 um, CP top delay family=adder cells, P&R area growth vs syn=156%, worst hold path class=in -> out, CP max stage delay=between 0.5 and 0.6 ns, Die Y=80 um, first-pass GRT wire length=1440 um, FF/Latch Area=0 um^2, max-cap violations=0, Top cells by area=ha_1 26%, o31ai_4 8.8%, fa_1 8.3%, mux2i_1 8.3%, xnor2_1 7.3%, initial antenna violation count=0, # rows=21, Worst path slowest cell=fa_2, Yosys Instances=26, max-slew violations=0, Power Density=305 nW/um^2, YS chip area=about 240 um^2, initial DRC count=27, clock buffers=0, Max rail drop VDD=roughly 0.058 mV, Synth Instances=26, Synth Cell Area=between 200 and 250 um^2, CP Capture Type=output port, Yosys top cell area share=about 26%, Core Box Area=about 3400 um^2, RD Place Congestion=roughly 0.68, via count=299, FMAX=around 320 MHz, post-route ant nets=0, grt total ovfl=0, vias in the first global route=around 300, Seq Cell Count=0, Unique cell types=16, Total Wirelength=about 860 um, period utilization=108%, failing checks=negative setup slack, post-layout util=between 10% and 20%, Initial DRT Pass Iterations=4, Startpoint Class=input pin, final non-filler cell total=99, diode count=0, Initial Utilization=between 7 and 8%, outcome=finished, violations left, Rel. slew slack=71.2%, largest net degree at the start of global routing=5, post-route cell area=around 620 um^2, WS Path Type=in -> out, placed inst area=about 500 um^2, yosys warning tally=0, Worst path most repeated cell=ha_4, I/O Buffers=13, crit path DAT=approximately 2.6 ns, Buffers & Inverters on Critical Path=4, Mapped Avg Cell Area=9.29 um^2, CP required=2.32 ns, leading area contributor after synthesis=ha_1, final hold vios=0, dpl cells=roughly 93, min cycle time layout=between 3 and 4 ns, RSZ-0062 raised after global routing=yes, worst-margin pin slew=roughly 0.43 ns, Pleak=0.264 nW, die area=roughly 6400 um^2, post-DR wirelength/cell=a little under 9 um, Seq share, synth=0%, Power Total=188 uW, drt drc=0, Final setup viols=4, Vias/cell=about 3.0, count of hold-fix buffers inserted at cts=0
## what timing repair did
item                       in CTS  in global routing
pin swaps                       6                  1
gates resized                  40                  1
buffers inserted                5                  1
setup endpoints to repair       4                  4
hold endpoints to repair        0                  0
## where the power goes
part           switching [mW]  leakage [nW]  internal [mW]
Combinational          0.0695         0.264          0.119
Sequential                  0             0              0
Clock                       0             0              0
Total                  0.0695         0.264          0.119
## synth_stat cells
cell type / number
nand3_1: 1
mux2i_1: 2
and3_1: 1
xnor2_1: 2
a31o_2: 1
nor2b_1: 2
o31ai_4: 1
a211o_1: 1
a21oi_1: 3
ha_1: 5
a21o_1: 1
inv_1: 2
fa_1: 1
o22ai_1: 1
a211oi_1: 1
a2111oi_2: 1
## metal layers
| metal | GRT usage, % | vias up | wire length, um |
|---|---|---|---|
| li1 | - | 157 | - |
| met1 | 3.38 | 136 | 383 |
| met2 | 4.09 | 6 | 387 |
| met3 | 1.14 | 0 | 93 |
| met4 | 0 | 0 | 0 |
| met5 | 0 | - | 0 |
## placed cells by master (no fill, tap or decap)
| cell type | synthesis | layout |
|---|---|---|
| o31ai_4 | 1 | 1 |
| nor2b_1 | 2 | 1 |
| clkdlybuf4s50_1 | 0 | 3 |
| buf_6 | 0 | 4 |
| inv_2 | 0 | 1 |
| xnor2_4 | 0 | 1 |
| buf_4 | 0 | 12 |
| a21o_1 | 1 | 1 |
| fa_2 | 0 | 1 |
| and3_1 | 1 | 1 |
| ha_4 | 0 | 3 |
| nor2b_4 | 0 | 1 |
| o22ai_1 | 1 | 1 |
| mux2i_1 | 2 | 2 |
| nand3_1 | 1 | 1 |
| ha_1 | 5 | 2 |
| a21oi_1 | 3 | 3 |
| clkdlybuf4s15_2 | 0 | 1 |
| a211oi_1 | 1 | 1 |
| a31o_4 | 0 | 1 |
| xnor2_2 | 0 | 1 |
| inv_1 | 2 | 1 |
| clkdlybuf4s15_1 | 0 | 1 |
| a2111oi_4 | 0 | 1 |
| a211o_1 | 1 | 1 |
| buf_2 | 0 | 4 |
| dlygate4sd2_1 | 0 | 2 |
## cell type report
type               instances  area (um^2)
fillers                  381         2800
inverters                  2         7.51
multi-input cells         24          329
well taps                 46         57.6
repair buffers            27          224
## metrics by stage
stage	setup TNS, ns	setup slack (ns)	hold WS [ns]
floorplan	0	0.0195	1.27
global placement	-3.57	-0.935	2.27
detailed placement	-3.71	-0.977	2.29
CTS	-0.764	-0.235	1.85
global route	-1.03	-0.305	1.86
finish	-0.702	-0.232	1.84
## path summary, 6_finish.rpt
path	slack, ns	start	end	cells past startpoint
setup / recovery	-0.23	B[0]	Sum[2]	11
hold / removal	1.84	A[0]	Sum[0]	3
## logic make-up (layout without fill, tap and decap cells)
| group | count (synthesis) | count (layout) | synth area share [%] |
|---|---|---|---|
| compound gates | 10 | 10 | 37.3 |
| xor+xnor | 2 | 2 | 7.26 |
| fa+ha+maj | 6 | 6 | 34.2 |
| buf+inv | 2 | 29 | 3.11 |
| mux | 2 | 2 | 8.29 |
| simple gates | 4 | 4 | 9.84 |
Power is estimated from default activity; no workload was simulated.
