[design/flow/config.mk]
export PLATFORM = sky130hd
export DESIGN_NAME = det_110101
export DESIGN_NICKNAME = det_110101
export VERILOG_FILES = /design/flow/design.v
export SDC_FILE = /design/flow/constraint.sdc
export NUM_CORES = 4
export LEC_CHECK = 1
export CORE_AREA = 10 10 70 70
export DIE_AREA = 0 0 80 80
[design/flow/constraint.sdc]
current_design det_110101

set clk_period 1.4
set clk_io_pct 0.2

create_clock -name clk0 -period $clk_period [get_ports {clk}]

set non_clock_inputs [all_inputs -no_clocks]
set_input_delay [expr $clk_period * $clk_io_pct] -clock clk0 $non_clock_inputs
set_output_delay [expr $clk_period * $clk_io_pct] -clock clk0 [all_outputs]
[design/flow/design.v]
module det_110101 ( input clk,
                    input rstn,
                    input in,
                    output out );
parameter IDLE   = 0,
          S1     = 1,
          S11   = 2,
          S110   = 3,
          S1101   = 4,
          S11010   = 5,
          S110101 = 6;
reg [2:0] cur_state, next_state;
assign out = cur_state == S110101 ? 1 : 0;
always @ (posedge clk)
  begin
    if (!rstn)
      cur_state <= IDLE;
    else
      cur_state <= next_state;
  end
always @ (cur_state or in)
  begin
    case (cur_state)
      IDLE :
        begin
          if (in)
            next_state = S1;
          else
            next_state = IDLE;
        end
      S1:
        begin
          if (in)
            next_state = S11;
          else
            next_state = IDLE;
        end
      S11:
        begin
          if (!in)
            next_state = S110;
          else
            next_state = S11;
        end
      S110 :
        begin
          if (in)
            next_state = S1101;
          else
            next_state = IDLE;
        end
      S1101 :
        begin
          if (!in)
            next_state = S11010;
          else
            next_state = IDLE;
        end
      S11010:
        begin
          if (in)
            next_state = S110101;
          else
            next_state = IDLE;
        end
      S110101:
        begin
          if (in)
            next_state = S1;
          else
            next_state = IDLE;
        end
    endcase
  end
endmodule
[design/flow/run.sh]
#!/bin/bash
# OpenROAD 26Q1-2900-gdf79404cd8, Yosys 0.63+post, stock flow scripts
make -C /OpenROAD-flow-scripts/flow DESIGN_CONFIG=/design/flow/config.mk WORK_HOME=/design/flow/orfs finish
==> results.txt <==
run metrics: outcome=completed, slew at the pin closest to its max-slew limit=around 0.20 ns, Hold Crit Class=in2reg, syn avg cell area=between 9 and 10 um^2, critical path required time=roughly 1.1 ns, TritonCTS clock tree=built, area leader, netlist=dfxtp_1, All-Layer GR Usage=0.01437, GPL Wtd Cong=0.7247, number of enable flip-flop cells=0, Total Wirelength=about 430 um, Final ANT Viol Nets=0, register pins left without a clock=3, initial antenna violation count=0, Worst Path Arrival=around 0.86 ns, clock tree buffer depth=2, Sum Neg Setup Slack=0 ns, Cell variety after synth=15, post-synth area from yosys stat=slightly above 200 um^2, largest net degree at the start of global routing=8, # rows=21, chip area=approximately 6400 um^2, # Cells Yosys=22, Max Clk Rate=around 0.87 GHz, vias in the first global route=roughly 180, Yosys reg bits=6, hold path depth=2, final hold violation count=0, endpoints left unconstrained=3, CP peak stage delay=0.32 ns, Die Wd=around 80 um, slowest CP cell=dfxtp_2, total tool warning count=25, Core ar.=3416 um^2, Leak=around 0.12 nW, Area growth, synth to finish=63.64%, cell family with most CP delay=flip-flops, cell count after synthesis=22, critical-path cell list=nand2_1 -> nor2_1 -> dlygate4sd2_1, Slew Limit Fails=0, Post-synth top cells=and2_1, dfxtp_1, dlxtn_1, crit path max fanout=2, total grt overflow=0, final count of negative-setup-slack endpoints=0, IO buf count=3, Area leader share=0.2909, top_reg_cell synth=dlxtn_1, DRC=0, drt first pass iters=3, vias per cell=between 2 and 2.5, Post-Syn Area=about 210 um^2, CTS Buf Count=3, Chip Height=about 80 um, Routed wire per std cell=~5.6 um, crit end category=output port, Critical Path Start Type=flip-flop, clock transition at the registers of the reported paths=0.04 ns, via count=~190, stages on the worst setup path=3, Crit Path Category=reg2out, Ys Warns=1, Ports=4, root buffer cell=clkbuf_4, H-tree level count=1, # hold bufs at CTS=0, fp util=0.06044, initial DRC count=4, Peak VDD IR=124.7 uV, layout cells sized above 1=0.3226, P per Cell Area=roughly 740 nW/um^2, FFs w/ async S/R, synth=0, first-pass GRT wire length=731 um, Buffers & Inverters on Critical Path=1, Final period util=0.8166, Finished Cell Area=roughly 340 um^2, relative slew slack=0.8677, RSZ-0062 raised after global routing=false, ANT cells=0, Final min period=1.143 ns, total of max-cap violations=0, top cells, area=dfxtp_1, dlxtn_1, and2_1, or4b_1, or3b_1, DP Wirelength=between 300 and 400 um, placed instance area=slightly above 300 um^2
-- final timing paths --
kind	from	endpoint	slack, ns
max	cur_state[2]	out	0.26
min	rstn	cur_state[2]	0.66
-- layout make-up --
cell class	count	area, um^2
fill	387	3078
sequential	6	108.9
timing repair buffer	5	43.79
clock buffer	4	26.28
tap	46	57.56
multi-input combinational	16	101.3
-- per-layer routing --
layer  routed length (um)  global-route usage  vias to the layer above
met3                   44             0.01136                        2
met2                  195             0.02006                        8
li1                     -                   -                       96
met1                  160             0.01332                       82
met5                    0                   0                        -
met4                   27             0.01232                        0
-- state kept, by name, summed over array words and instances (netlist names) --
register	cells
next_state	3
cur_state	3
-- power by group --
group | internal, mW | switching (mW)
clock network | 0.107 | 0.0421
logic | 0.00891 | 0.00477
registers | 0.0875 | 0.000873
total | 0.203 | 0.0477
-- cell families after synthesis --
| group | Yosys count | share of synthesized area |
|---|---|---|
| xor+xnor | 1 | 0.04243 |
| compound gates | 3 | 0.09092 |
| latches | 3 | 0.2182 |
| simple gates | 12 | 0.3576 |
| flops | 3 | 0.2909 |
-- layout by cell type (no fill, tap or decap) --
| cell | Yosys | layout |
|---|---|---|
| and2_1 | 3 | 3 |
| clkbuf_4 | 0 | 3 |
| dfxtp_2 | 0 | 3 |
| dlxtn_1 | 3 | 3 |
| nand2_1 | 2 | 2 |
| clkdlybuf4s50_1 | 0 | 2 |
| buf_4 | 0 | 2 |
| or3b_1 | 1 | 1 |
| o21ai_0 | 1 | 1 |
| or2_2 | 1 | 1 |
| xnor2_1 | 1 | 1 |
| or4b_1 | 1 | 1 |
| nand3_1 | 1 | 1 |
| o211ai_1 | 1 | 1 |
| nand2b_1 | 1 | 1 |
| o22ai_1 | 1 | 1 |
| nor2_1 | 1 | 1 |
| and3_2 | 1 | 1 |
| clkbuf_1 | 0 | 1 |
| dlygate4sd2_1 | 0 | 1 |
-- through the flow --
step                      power (mW)  utilization  hold WS (ns)  cells  worst slack (ns)
after detailed placement      0.1031      0.09048        0.9087     73            0.2029
after floorplan              0.09484            -        0.4017     22            0.6266
after CTS                     0.2605      0.09890        0.6541     77            0.2348
final                         0.2508      0.09890        0.6641     77            0.2568
after global placement        0.1028      0.09048        0.9065     73            0.2109
after global routing          0.2731      0.09890        0.6834     77            0.2047
-- what timing repair did --
item / 4_1_cts / 5_1_grt
gates resized: 4 / 0
setup endpoints to repair: 1 / 0
setup buffers: 0 / 0
Power is estimated from default activity; no workload was simulated.
